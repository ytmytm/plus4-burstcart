File: flow/run.sh
#!/bin/bash
# OpenROAD 26Q1-2900-gdf79404cd8, Yosys 0.63+post, stock flow scripts
make -C /OpenROAD-flow-scripts/flow DESIGN_CONFIG=/design/flow/config.mk WORK_HOME=/design/flow/orfs finish
File: flow/config.mk
export PLATFORM = sky130hd
export DESIGN_NAME = cia
export DESIGN_NICKNAME = cia
export VERILOG_FILES = /design/flow/design.v
export SDC_FILE = /design/flow/constraint.sdc
export NUM_CORES = 4
export LEC_CHECK = 1
export CORE_AREA = 10 10 84 84
export DIE_AREA = 0 0 94 94
File: flow/constraint.sdc
current_design cia

set clk_period 2.5
set clk_io_pct 0.2

create_clock -name clk0 -period $clk_period [get_ports {CNT}]
create_clock -name clk1 -period $clk_period [get_ports {E_CLK}]

set non_clock_inputs [all_inputs -no_clocks]
set_input_delay [expr $clk_period * $clk_io_pct] -clock clk0 $non_clock_inputs
set_output_delay [expr $clk_period * $clk_io_pct] -clock clk0 [all_outputs]
File: flow/design.v
module cia(
    input RESET_n,
    input E_CLK,  
    input RW,
	 input MUX,
    input [15:0] A,
    inout [7:0] D,
    inout CNT,
    inout SP,
	 input c1lo, c1hi, c2lo, c2hi,
	 output rom_a15,
	 output rom_cs
    );
	 assign rom_cs = !(!c1lo || !c1hi || !c2lo || !c2hi);
	 assign rom_a15 =!(!c1lo || !c1hi);  
	 assign seladdr = A[15:4] == 12'hFD9;
    localparam REG_SDR = 1'b0;
    localparam REG_CRA = 1'b1;
    reg sp_output;
    reg ta_counter;
    wire ta_underflowing = ta_counter == 1'd0;
    always @(negedge E_CLK or negedge RESET_n) begin
        if (!RESET_n)
            ta_counter <= 1'd0;
        else begin
                if (ta_counter == 1'd0)
                    ta_counter <= 1'd1;
                else
                    ta_counter <= ta_counter - 1'd1;
        end
    end
    reg [7:0] sdr_in;
    reg [7:0] shift_in;
    reg [2:0] shift_in_counter;
    wire sp_in_reset_n = RESET_n && !sp_output;
    always @(posedge CNT or negedge sp_in_reset_n) begin
        if (!sp_in_reset_n) begin
            sdr_in <= 8'd0;
            shift_in <= 8'd0;
            shift_in_counter <= 3'd0;
        end
        else begin
            shift_in <= {shift_in[6:0], SP};
            if (shift_in_counter == 3'd7)
                sdr_in <= {shift_in[6:0], SP};
            shift_in_counter <= shift_in_counter + 3'd1;
        end
    end
    reg shift_in_complete_req;
    reg shift_in_complete_ack;
    always @(posedge CNT or negedge RESET_n) begin
        if (!RESET_n)
            shift_in_complete_req <= 1'b0;
        else if (!sp_output && shift_in_counter == 3'd7)
            shift_in_complete_req <= !shift_in_complete_ack;
    end
    reg shift_in_complete;
    always @(posedge E_CLK or negedge RESET_n) begin
        if (!RESET_n)
            shift_in_complete <= 1'b0;
        else
            shift_in_complete <= shift_in_complete_req != shift_in_complete_ack;
    end
    always @(negedge E_CLK or negedge RESET_n) begin
        if (!RESET_n)
            shift_in_complete_ack <= 1'b0;
        else if (shift_in_complete)
            shift_in_complete_ack <= shift_in_complete_req;
    end
    reg [7:0] sdr_out;
    reg sdr_out_new_data;
    reg shift_out_running;
    reg [7:0] shift_out;
    reg [2:0] shift_out_counter;
    reg shift_out_clk;
    wire shift_out_complete = shift_out_running && shift_out_counter == 3'd7 && shift_out_clk && ta_underflowing;
    wire shift_complete = shift_in_complete | shift_out_complete;
	 reg shift_complete_latched;
  	 always @(posedge E_CLK or negedge RESET_n) begin
		 if (!RESET_n)
			  shift_complete_latched <= 1'b0;	 
		 else if (shift_complete)
			  shift_complete_latched <= 1'b1;	 
       else if (seladdr && !RW)
			  shift_complete_latched <= 1'b0;	 
		 else if (seladdr && RW && A[0] == REG_SDR)	 
			  shift_complete_latched <= 1'b0;
	 end
    always @(negedge E_CLK or negedge RESET_n) begin
        if (!RESET_n) begin
            sp_output <= 1'b0;
            sdr_out <= 8'd0;
		  end
        else if (seladdr && !RW) begin
			  case (A[0])
					REG_SDR: sdr_out <= D;
					REG_CRA: sp_output <= D[6];
			  endcase
		  end
    end
    always @(negedge E_CLK or negedge RESET_n) begin
        if (!RESET_n) begin
            shift_out <= 8'd0;
            shift_out_clk <= 1'b0;
            shift_out_counter <= 3'd0;
        end
        else if (sp_output) begin
            if (seladdr && !RW && A[0] == REG_CRA && !D[6]) begin
                shift_out <= 8'd0;
                shift_out_clk <= 1'b0;
                shift_out_counter <= 3'd0;
            end
            else begin
                if (shift_out_running && ta_underflowing) begin
                    if (!shift_out_clk) begin
                        if (shift_out_counter == 3'd0)
                            shift_out <= sdr_out;
                        else
                            shift_out <= {shift_out[6:0], 1'b0};
                    end
                    else
                        shift_out_counter <= shift_out_counter + 3'd1;
                    shift_out_clk <= !shift_out_clk;
                end
            end
        end
    end
    always @(negedge E_CLK or negedge RESET_n) begin
        if (!RESET_n) begin
            shift_out_running <= 1'b0;
            sdr_out_new_data <= 1'b0;
        end
        else if (sp_output) begin
            if (seladdr && !RW && A[0] == REG_CRA && !D[6]) begin
                shift_out_running <= 1'b0;
                sdr_out_new_data <= 1'b0;
            end
            else if (seladdr && !RW && A[0] == REG_SDR) begin
                if (!shift_out_running || shift_out_complete)
                    shift_out_running <= 1'b1;
                else
                    sdr_out_new_data <= 1'b1;
            end
            else if (shift_out_complete) begin
                if (!sdr_out_new_data)
                    shift_out_running <= 1'b0;
                else
                    sdr_out_new_data <= 1'b0;
            end
        end
    end
    assign SP = sp_output && !shift_out[7] ? 1'b0 : 1'bz;
    assign CNT = sp_output && shift_out_clk ? 1'b0 : 1'bz;
    reg [7:0] data_out;
	 wire drive_data_out = seladdr && RW && !MUX;  
	 assign D = drive_data_out ? data_out : 8'bz; 
    always @(*) begin
		if (seladdr) begin
        case (A[0])
            REG_SDR: data_out <= sdr_in;
            REG_CRA: data_out <= {1'b0, sp_output, 2'b0, shift_complete_latched, 3'b0};
        endcase
		end
    end
endmodule
==> results.json <==
{
  "outcome": "did not finish",
  "haltStage": "clock tree synthesis (4_1_cts)",
  "toolErrorMsg": "[error] [KeplerFormal.cpp:679] Workflow failed: Iso has multiple drivers: .D6, D[6]$_DLATCH_N_.Q0",
  "yosys_warnings": 5,
  "ctsHtreeMaxLevel": 1,
  "synthXorXnorAreaFrac_pct": 0,
  "topCombFamilyByArea": "simple AND/OR/NAND/NOR gates",
  "ctsLongestPathBuffers": 2,
  "ioPinCount": 36,
  "netlist.top_cell.by_area": "sky130_fd_sc_hd__dfrtn_1",
  "placementRows": 26,
  "post_synth_ao_oa_area_fraction_pct": 12.6,
  "cts-buffers-inserted": 3,
  "post_cts_hold_buffer_count": 0,
  "place_ws_ns": -0.854,
  "cts_root_buffer": "sky130_fd_sc_hd__clkbuf_8",
  "post_cts.resized_instances": 43,
  "unclocked_regs": 2,
  "fa_ha_area_share_pct": 3.89,
  "placed_cell_area_um2": 963,
  "die_height_um": 94,
  "asyncSetResetFlopFracSynth_pct": 81.8,
  "post_synth_num_cell_types": 33,
  "die_w_um": 94,
  "globalplace.congestion": 0.733,
  "syn_area_um2": 643,
  "untimed_endpoints": 4,
  "yosys-top-cells-area": "sky130_fd_sc_hd__dfrtn_1, sky130_fd_sc_hd__buf_4, sky130_fd_sc_hd__dlxtn_1",
  "ys_cells": 65,
  "mux_share_pct": 3.50,
  "synth.ff_latch_count": 11,
  "total_cell_area_reported_by_yosys_after_synthesis_um2": 643,
  "post_synth.cell_area_avg_um2": 9.89,
  "numPortBuffers": 21,
  "post_synth_and_or_nand_nor_area_fraction_pct": 27.4,
  "post_synth_tally_of_flip_flops_with_integrated_enable": 0,
  "postSynthCellCount": 65,
  "floorplan.core_util_pct": 12.4,
  "place.detailed.hpwl_um": 1360,
  "synth_top_flop_cell": "sky130_fd_sc_hd__dfrtn_1",
  "synthDominantCellAreaShare_pct": 31.1,
  "cts_setup_buffers": 5
}
[cells in the mapped netlist (2+ instances only)]
| cell type | number |
|---|---|
| sky130_fd_sc_hd__dlxtn_1 | 2 |
| sky130_fd_sc_hd__buf_4 | 8 |
| sky130_fd_sc_hd__nor3b_1 | 2 |
| sky130_fd_sc_hd__dfrtn_1 | 8 |
| sky130_fd_sc_hd__a22o_1 | 2 |
| sky130_fd_sc_hd__nor2_1 | 3 |
| sky130_fd_sc_hd__a21oi_1 | 3 |
| sky130_fd_sc_hd__and2_1 | 3 |
| sky130_fd_sc_hd__nand2b_1 | 3 |
| sky130_fd_sc_hd__mux2_2 | 2 |
| sky130_fd_sc_hd__o21ai_0 | 2 |
| sky130_fd_sc_hd__inv_1 | 4 |
| sky130_fd_sc_hd__o22ai_1 | 2 |
| sky130_fd_sc_hd__ha_1 | 2 |
[through the flow]
| step | setup TNS [ns] | instances |
|---|---|---|
| after detailed placement | -5.46 | 161 |
| after floorplan | -1.84 | 72 |
| after global placement | -5.47 | 161 |
[kinds of logic after synthesis]
group,count (synthesis)
other cells,1
simple gates,24
latches,2
buf+inv,13
mux,2
flops,9
compound gates,12
fa+ha+maj,2
